**run.sh**
```bash
#!/bin/bash
# OpenROAD 26Q1-2900-gdf79404cd8, Yosys 0.63+post, stock flow scripts
make -C /OpenROAD-flow-scripts/flow DESIGN_CONFIG=/design/flow/config.mk WORK_HOME=/design/flow/orfs finish
```
**config.mk**
```make
export PLATFORM = sky130hd
export DESIGN_NAME = reg_file
export DESIGN_NICKNAME = reg_file
export VERILOG_FILES = /design/flow/design.v
export SDC_FILE = /design/flow/constraint.sdc
export NUM_CORES = 4
export LEC_CHECK = 1
export CORE_UTILIZATION = 40
```
**constraint.sdc**
```tcl
current_design reg_file

set clk_period 4.4
set clk_io_pct 0.2

create_clock -name clk0 -period $clk_period [get_ports {i_clk}]

set non_clock_inputs [all_inputs -no_clocks]
set_input_delay [expr $clk_period * $clk_io_pct] -clock clk0 $non_clock_inputs
set_output_delay [expr $clk_period * $clk_io_pct] -clock clk0 [all_outputs]
```
**design.v**
```verilog
`timescale 1ns / 1ps
module reg_file (
    input         i_clk          ,
    input         i_en           ,
    input         i_we           ,
    input  [2:0]  i_selA         ,
    input  [2:0]  i_selB         ,
    input  [2:0]  i_selD         ,
    input  [15:0] i_dataD        ,
    output reg [15:0] o_dataA    ,
    output reg [15:0] o_dataB  
);
    reg [15:0] regs [7:0] ;
    integer count;
    initial begin
        o_dataA = 0 ;
        o_dataB = 0 ;
        for (count = 0; count < 8; count = count + 1) begin
            regs[count] = 0;
            end
    end
    always @ (negedge i_clk) begin
        if (i_en) begin
            if(i_we)
                regs[i_selD] <= i_dataD;
            o_dataA <= regs[i_selA];
            o_dataB <= regs[i_selB];
        end
    end 
endmodule
```
==> reports/results.tsv <==
stage	metric	value	unit
status	outcome	completed	
floorplanning	io_pins	60	
timing	tightestPinTransition	491	ps
min_path	hold_class	flop to flop	
logic_synthesis	ys_cells	288	
critical_path	worst-path-buf-inv	1	
routing	drc_errors	0	
logic_synthesis	ys_async_sr_fraction	0	%
logic_synthesis	yosys.stat.seqShare	68.5	%
logic_synthesis	yosys-stat-area	7010	sq um
logic_synthesis	yosys_warnings	1	
critical_path	r2r_cells	2	
timing	setup_viol	0	
layout	num-fill-cells	1320	
logic_synthesis	topCellsByArea	edfxtp_1 (69%), mux4_1 (21%), mux2_2 (5.1%)	
logic_synthesis	ys_types	15	
timing	slew_violations	0	
critical_path	setup.worst_path.start	o_dataB[5]	
critical_path	critPathCaptureType	primary output	
clock_tree	holdBufCountCts	0	
critical_path	reg2reg_slack	2980	ps
critical_path	critPathTopFamily	buffers and inverters	
logic_synthesis	top_area_share	68.5	%
placement	port-buffer-count	59	
clock_tree	cts-root-buf	clkbuf_16	
power	ir_drop	0.271	mV
power	p_per_area	436	nW/um^2
grt	grt_start_max_net_pins	33	
timing	worst_slew_margin_rel	67.3	%
clock_tree	cts_tree	built	
critical_path	reg2reg_to	o_dataA[10]	
critical_path	arrival	3460	ps
routing	insertedDiodeCount	0	
clock_tree	clk_pin_slew	30	ps
critical_path	worstReg2RegStart	regs[1][10]	
logic_synthesis	ys_ff	160	
floorplanning	rows	48	
floorplanning	core	17200	sq um
grt	use_met1	19.7	%
critical_path	crit_slowest_cell	clkdlybuf4s50_1	
critical_path	crit_chain	clkdlybuf4s50_1	
critical_path	cpPeakStageDelay	470	ps
layout	final_core_util	53.8	%
routing	vias	3763	
grt	antenna_found_initial	0	
grt	grt_use_met3	12.8	%
grt	gr-usage-met2	27.4	%
clock_tree	clock-sinks	160	
routing	firstDrtPassIters	6	
layout	area_growth	32.2	%
clock_tree	insertion_delay	450	ps
clock_tree	htreeDepth	4	
logic_synthesis	top_cells_by_count	edfxtp_1 (160), mux4_1 (56), mux2_2 (32), buf_6 (8), mux4_2 (8)	
layout	drive_gt1_share	18.0	%
critical_path	start_kind	flop	
grt	grt_overflow	0	
routing	drt_wl_total	13.6	mm
timing	final-hold-violation-count	0	
floorplanning	die_x	134	um
logic_synthesis	synth_top_cell_by_count	edfxtp_1	
routing	via_per_inst	4.90	
clock_tree	cts_setup_buffers	0	
placement	place_congestion	0.744	
floorplanning	die_y	134	um
clock_tree	clockBufferDepth	2	
logic_synthesis	synth_cells	288	
logic_synthesis	yosysTopAreaCell	edfxtp_1	
logic_synthesis	netlist_area	7010	sq um
critical_path	criticalPathCategory	flop to primary output	
logic_synthesis	synth-edff-count	160	
timing	skew	14.0	ps
placement	dpl.hpwl	7.79	mm
grt	grt_pass1_wl	20.9	mm
timing	grt_setup_unrepaired	false	
routing	ant_nets	0	
run	warnings	186	
power	finalPower	4.04	mW
clock_tree	cts_buffers	17	
min_path	hold_depth	2	
min_path	hold_end	o_dataA[1]	
grt	grt_pass1_vias	4306	
logic_synthesis	ff_type	edfxtp_1	
routing	avgRoutedWirePerCell	17.7	um
floorplanning	fp.dieArea	18100	sq um
run	drv_cap	0	
logic_synthesis	avgSynthCellArea	24.3	sq um
grt	grtUsageTotal	17.9	%
grt	busiest_layer	met2	
critical_path	critPathRequiredTime	3520	ps
power	power_leakage	3.85	nW
min_path	hold_path.startpoint	regs[0][1]	
critical_path	critPathMaxFanout	1	
floorplanning	fp_util	40.7	%
routing	drt_iter0_drc	135	
==> stage by stage <==
step / cells / area (sq um) / hold WS [ps] / setup slack [ps] / TNS [ps]
5_1_grt: 768 / 9270 / 778 / 11.8 / 0
2_1_floorplan: 288 / 7020 / 734 / -12.2 / -195
6_report: 768 / 9270 / 752 / 56.6 / 0
4_1_cts: 768 / 9260 / 753 / 1.48 / 0
3_3_place_gp: 577 / 8050 / 745 / -305 / -17510
3_5_place_dp: 577 / 8050 / 756 / -320 / -20120
==> cells by family (layout without fill, tap and decap cells) <==
family	after synthesis	in the layout	share of synthesized area (%)
flip-flops	160	160	68.5
multiplexers	96	96	28.7
buffers and inverters	19	274	1.91
AND/OR/NAND/NOR	13	13	0.874
==> registers in the layout, summed over array words and instances (netlist names) <==
name	count
o_dataA	16
o_dataB	16
regs	128
==> layout by cell type (no fill, tap or decap), types with 2 or more instances in the layout <==
cell type	Yosys	routed
buf_12	0	10
buf_2	0	3
buf_4	0	13
bufinv_16	0	4
clkbuf_16	0	17
clkdlybuf4s50_1	0	51
clkinv_4	0	4
clkinvlp_2	0	3
dlymetal6s2s_1	0	5
edfxtp_1	160	160
inv_1	1	162
inv_4	0	2
mux2_2	32	32
mux4_1	56	56
mux4_2	8	8
nand2b_1	2	2
nor2_1	6	6
nor3_2	0	2
==> area by class of cell <==
class                      instances  area, sq um  share of cell area [%]
clock buffer                      17          425                    4.59
clock inverter                   175          791                    8.53
multi-input combinational        109         2080                    22.5
sequential                       160         4800                    51.8
tap                              225          282                    3.04
timing repair buffer              82          886                    9.55
==> where the power goes <==
group | leakage [nW] | switching [mW] | internal [mW]
clock | 1.15 | 0.894 | 1.14
combinational | 1.22 | 0.0945 | 0.153
sequential | 1.47 | 0.0157 | 1.75
==> metal layers <==
metal	routed length, um	share of wire, %	up-vias
li1	-	-	1795
met1	4620	34	1777
met2	7320	54	175
met3	1490	11	16
met4	197	1.4	0
met5	0	0	-
==> how the worst max path moves through the flow <==
stage / to / cells after the start / slack (ps)
CTS: o_dataB[8] / 1 / 1
global route: o_dataA[12] / 1 / 10
finish: o_dataB[5] / 1 / 60
==> timing repair <==
item / CTS / global route
endpoints found under the setup margin: 0 / 5
resized: 0 / 5
hold endpoints to repair: 0 / 0
Power and IR drop assume default switching activity.
