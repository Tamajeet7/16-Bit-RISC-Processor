### design/flow/config.mk
export PLATFORM = sky130hd
export DESIGN_NAME = alu
export DESIGN_NICKNAME = alu
export VERILOG_FILES = /design/flow/design.v
export SDC_FILE = /design/flow/constraint.sdc
export NUM_CORES = 4
export LEC_CHECK = 1
export CORE_UTILIZATION = 30
### design/flow/constraint.sdc
current_design alu

set clk_period 7.9
set clk_io_pct 0.2

create_clock -name clk0 -period $clk_period [get_ports {i_clk}]

set non_clock_inputs [all_inputs -no_clocks]
set_input_delay [expr $clk_period * $clk_io_pct] -clock clk0 $non_clock_inputs
set_output_delay [expr $clk_period * $clk_io_pct] -clock clk0 [all_outputs]
### design/flow/design.v
`timescale 1ns / 1ps
module alu (
    input            i_clk       ,
    input            i_en        ,
    input  [4:0]     i_aluop     , 
    input  [15:0]    i_dataA     ,
    input  [15:0]    i_dataB     ,
    input  [7:0]     i_imm       ,
    output [15:0]  o_dataResult  ,
    output reg     o_shldBranch  
);
    reg   [17:0] int_result ;
    wire         op_lsb     ;
    wire  [3:0]  opcode     ;
    localparam  Add      = 0,
                Sub      = 1,
                OR       = 2,
                AND      = 3,
                XOR      = 4,
                NOT      = 5,
                Rdmem    = 6,
                Wrmem    = 7,
                Load     = 8,
                Cmp      = 9,
                SHL      = 10,
                SHR      = 11,
                JMPA     = 12,
                JMPR     = 13;
    initial begin
        int_result <= 0 ;
    end
    assign op_lsb       = i_aluop[0]       ;
    assign opcode       = i_aluop[4:1]     ;
    always @ (negedge i_clk) begin
        if (i_en) begin
            case (opcode)
                Add :   begin
                            int_result <= (op_lsb ? ($signed(i_dataA) + $signed(i_dataB)) : (i_dataA + i_dataB));
                            o_shldBranch <= 0;
                        end
                Sub :   begin
                            int_result <= (op_lsb ? ($signed(i_dataA) - $signed(i_dataB)) : (i_dataA - i_dataB));
                            o_shldBranch <= 0;
                        end
                OR  :   begin
                            int_result <= i_dataA | i_dataB;
                            o_shldBranch <= 0;
                        end
                AND  :   begin
                            int_result <= i_dataA & i_dataB;
                            o_shldBranch <= 0;
                        end
                XOR :   begin
                            int_result <= i_dataA ^ i_dataB;
                            o_shldBranch <= 0;
                        end
                NOT :   begin
                            int_result <= ~i_dataA ;
                            o_shldBranch <= 0;
                        end
                Load : begin
                            int_result <= (op_lsb ? ({i_imm, 8'h00}) : ({8'h00, i_imm}));
                            o_shldBranch <= 0;
                        end
                Cmp : begin
                            if(op_lsb) begin
                                int_result[0] <= ($signed(i_dataA) == $signed(i_dataB)) ? 1 : 0; 
                                int_result[1] <= ($signed(i_dataA) == 0) ? 1 : 0; 
                                int_result[2] <= ($signed(i_dataB) == 0) ? 1 : 0;
                                int_result[3] <= ($signed(i_dataA) >  $signed(i_dataB)) ? 1 : 0;
                                int_result[4] <= ($signed(i_dataA) <  $signed(i_dataB)) ? 1 : 0;
                            end
                            else begin
                                int_result[0] <= (i_dataA == i_dataB) ? 1 : 0; 
                                int_result[1] <= (i_dataA == 0) ? 1 : 0; 
                                int_result[2] <= (i_dataB == 0) ? 1 : 0;
                                int_result[3] <= (i_dataA >  i_dataB) ? 1 : 0;
                                int_result[4] <= (i_dataA <  i_dataB) ? 1 : 0;
                            end
                        o_shldBranch <= 0;
                        end
                SHL :   begin
                            int_result <= i_dataA << (i_dataB[3:0]);
                            o_shldBranch <= 0;
                        end
                SHR :   begin
                            int_result <= i_dataA >> (i_dataB[3:0]);
                            o_shldBranch <= 0;
                        end
                JMPA :  begin
                            int_result <= (op_lsb ? i_dataA : i_imm);
                            o_shldBranch <= 1;
                        end
                JMPR :  begin
                            int_result   <= i_dataA;
                            o_shldBranch <= i_dataB[{op_lsb, i_imm[1:0]}];
                        end
            endcase
        end
    end
    assign o_dataResult = int_result[15:0] ;
endmodule
### design/flow/run.sh
#!/bin/bash
# OpenROAD 26Q1-2900-gdf79404cd8, Yosys 0.63+post, stock flow scripts
make -C /OpenROAD-flow-scripts/flow DESIGN_CONFIG=/design/flow/config.mk WORK_HOME=/design/flow/orfs finish
==> results.rst <==
Metrics
=======

.. list-table::
   :header-rows: 1

   * - Metric
     - Value
   * - H-tree Lvls
     - 1
   * - Maximum Capacitance Violations
     - 0
   * - Number of antenna diodes
     - 0
   * - Drt via density
     - 5.60
   * - Num ports
     - 64
   * - Cell-by-cell trace of the critical path
     - clkdlybuf4s50_1 -> inv_1 -> ha_4 -> buf_4 -> nor2b_4 -> o31ai_4 -> a21oi_1 -> or2_1 -> a221o_1 -> o21ai_0 -> o211ai_1
   * - Final RePlAce weighted congestion
     - 1.02
   * - Static Leak
     - 3.55 nW
   * - Chip width
     - 134 µm
   * - Setup repair after global routing missed its margin
     - true
   * - Fin. max-slew vios
     - 0
   * - Critical Setup Path Class
     - input port to flop
   * - Largest fanout on the critical path
     - 3
   * - Total via count in the routed design
     - 6,681
   * - Total global-route track usage
     - 29.7%
   * - Largest net degree at the start of global routing
     - 45
   * - Finished Core Util
     - 47.4%
   * - Post-detailed-route DRC marker count
     - 0
   * - Arrival time at the worst endpoint
     - 3.94 ns
   * - Post-detailed-routing wire length
     - 25,900 µm
   * - Row Count
     - 47
   * - Clock sink count
     - 17
   * - Post-Synthesis Cells
     - 718
   * - Number of standard cells reported by yosys
     - 718
   * - Remaining max-slew budget at the tightest pin
     - 49.6%
   * - TritonCTS clock tree
     - yes
   * - Floorplan utilization
     - 31.1%
   * - Sequential element share of the synthesized area
     - 9.79%
   * - Detailed placement HPWL
     - 21,600 µm
   * - Run status
     - completed
   * - Routed wire length per instance
     - 21.7 µm
   * - Sort of element at the start of the critical path
     - input port
   * - Share of cells above drive strength 1
     - 31.7%
   * - Kind of end point of the critical path
     - flop
   * - Max IR drop VDD
     - 0.0000658 V
   * - Cell type of the slowest stage on the worst timing path
     - sky130_fd_sc_hd__clkdlybuf4s50_1
   * - Flip-flop and latch count after synthesis
     - 17
   * - Pwr/cell area
     - 103 nW/µm²
   * - Die span in y
     - 134 µm
   * - Antenna violations before repair
     - 0
   * - Chip area in the Yosys report
     - 5210 µm²
   * - Worst Tran Pin Value
     - 0.756 ns
   * - IO Port Bufs
     - 63
   * - Number of failing setup endpoints in the final timing report
     - 0
   * - Initial DRT Pass Iterations
     - 5
   * - CP peak stage delay
     - 0.48 ns
   * - CTS buffer count
     - 3
   * - Fillers
     - 1,692
   * - Cell family contributing the most delay on the critical path
     - AND-OR/OR-AND gates
   * - Clock edge transition at the registers on the reported setup and hold paths
     - 0.03 ns
   * - Final Hold Vio Count
     - 0
   * - Worst hold path type
     - input port to flop
   * - Area growth syn-to-layout
     - 52.5%
   * - Total congestion overflow after global routing
     - 0
   * - Yosys warning tally
     - 1
   * - Total number of warnings across the stage logs
     - 76
   * - Core Footprint
     - 16,800 µm²
   * - Buffer cell driving the clock tree root
     - sky130_fd_sc_hd__clkbuf_16
   * - Ys flop type
     - sky130_fd_sc_hd__edfxtp_1
   * - Synth async-reset ratio
     - 0%
   * - Die area
     - 17,900 µm²
   * - Via count of the first global-routing pass
     - 6,393
   * - Wire length of the first global-routing pass
     - 38,700 µm
   * - Combined area of all synthesized cells
     - 5210 µm²
   * - Routed Antenna Nets
     - 0
   * - Post-CTS Hold Buffers
     - 0
   * - Drt initial violations
     - 556
   * - Post-route insts no fill
     - 1,193
   * - Number of synthesized flops with an enable pin
     - 17
   * - Placed Cells incl. Taps
     - 1,172
   * - Number of library cell types mapped by synthesis
     - 88
   * - Number of buffer and inverter stages on the critical path
     - 3
   * - Max clock buf depth
     - 2
   * - Avg Synthesized Cell Area
     - 7.26 µm²
   * - Required @ worst endpoint
     - 4.01 ns
-- cell families after synthesis --
kind of cell / after synthesis / synth area share [%]
AOI/OAI and AO/OA: 234 / 31.8
and+or+nand+nor: 257 / 25.1
xor gates and xnor gates: 8 / 1.34
DFF: 17 / 9.79
muxes: 43 / 9.84
buffers and inverters: 108 / 9.65
adders and majority gates: 51 / 12.5
-- flip-flops by register name, summed over array words and instances (netlist names) --
| name | flops |
|---|---|
| o_shldBranch | 1 |
| int_result | 16 |
-- stage by stage --
step / TNS, ns / power, mW / area [µm²] / worst slack [ns] / hold WS (ns)
2_1_floorplan: 0 / 0.364 / 5220 / 0.00202 / 5.77
3_3_place_gp: -5.79 / 0.624 / 7570 / -0.640 / 6.26
3_5_place_dp: -5.76 / 0.619 / 7570 / -0.559 / 6.27
4_1_cts: 0 / 0.806 / 7860 / 0.000697 / 5.94
5_1_grt: -0.0100 / 0.866 / 7950 / -0.0100 / 5.95
6_report: 0 / 0.816 / 7950 / 0.0686 / 5.93
-- area by class of cell --
cell class / count / area [µm²] / area share, %
clock buffer: 3 / 75.1 / 0.944
clock inverter: 18 / 93.8 / 1.18
inverter: 52 / 196 / 2.47
multi-input combinational: 593 / 4400 / 55.3
sequential: 17 / 510 / 6.42
tap: 220 / 275 / 3.46
timing repair buffer: 290 / 2400 / 30.2
-- placed cells by master (no fill, tap or decap), types with 4 or more instances in the layout --
| master | instances |
|---|---|
| sky130_fd_sc_hd__mux2i_1 | 31 |
| sky130_fd_sc_hd__o21a_1 | 6 |
| sky130_fd_sc_hd__and3_1 | 5 |
| sky130_fd_sc_hd__o221ai_1 | 5 |
| sky130_fd_sc_hd__a221oi_2 | 4 |
| sky130_fd_sc_hd__nor4_1 | 11 |
| sky130_fd_sc_hd__a221o_1 | 6 |
| sky130_fd_sc_hd__a21oi_1 | 43 |
| sky130_fd_sc_hd__and2_1 | 9 |
| sky130_fd_sc_hd__nor2b_1 | 7 |
| sky130_fd_sc_hd__buf_4 | 220 |
| sky130_fd_sc_hd__inv_1 | 62 |
| sky130_fd_sc_hd__nand3_1 | 16 |
| sky130_fd_sc_hd__edfxtp_1 | 17 |
| sky130_fd_sc_hd__a211oi_1 | 14 |
| sky130_fd_sc_hd__nand4_1 | 6 |
| sky130_fd_sc_hd__mux2_2 | 4 |
| sky130_fd_sc_hd__a32oi_1 | 5 |
| sky130_fd_sc_hd__o21ai_1 | 6 |
| sky130_fd_sc_hd__nor2_1 | 68 |
| sky130_fd_sc_hd__buf_12 | 5 |
| sky130_fd_sc_hd__o22ai_1 | 7 |
| sky130_fd_sc_hd__xnor2_1 | 5 |
| sky130_fd_sc_hd__ha_4 | 5 |
| sky130_fd_sc_hd__o21ai_0 | 47 |
| sky130_fd_sc_hd__o211ai_1 | 9 |
| sky130_fd_sc_hd__inv_2 | 6 |
| sky130_fd_sc_hd__nand2_1 | 62 |
| sky130_fd_sc_hd__o21bai_1 | 4 |
| sky130_fd_sc_hd__clkdlybuf4s50_1 | 59 |
| sky130_fd_sc_hd__nor3_1 | 30 |
| sky130_fd_sc_hd__o32ai_1 | 4 |
| sky130_fd_sc_hd__a221oi_1 | 9 |
| sky130_fd_sc_hd__a21oi_2 | 7 |
| sky130_fd_sc_hd__or2_2 | 5 |
| sky130_fd_sc_hd__a22oi_1 | 8 |
| sky130_fd_sc_hd__mux4_2 | 5 |
| sky130_fd_sc_hd__ha_1 | 42 |
| sky130_fd_sc_hd__nand2b_1 | 9 |
-- report_power, final --
group          switching (mW)  total [mW]  leakage (nW)  internal [mW]
clock network          0.0694       0.182         0.142          0.112
logic                   0.264       0.512          3.25          0.248
registers             0.00540       0.122         0.161          0.117
-- cell usage after synthesis (all sizes together) (4+ instances only) --
cell	instances	area, µm²
o211ai	10	80.1
nor4	14	93.8
mux2i	31	310
clkbuf	18	67.6
buf	37	236
a22oi	10	75.1
mux4	5	113
mux2	7	90.1
o32ai	4	35.0
o221ai	6	58.8
nand2b	9	56.3
a31oi	5	31.3
o21ai	53	265
o21a	6	45.0
a21oi	50	250
a211oi	16	120
a221oi	13	126
nor3	31	155
or2	7	43.8
nor2b	9	56.3
a32oi	5	43.8
nor2	70	265
xnor2	5	43.8
a221o	6	60.1
inv	51	191
ha	49	613
a2111oi	4	55.1
nand3	16	80.1
and2	9	56.3
nand2	62	233
o22ai	7	43.8
edfxtp	17	510
o21bai	6	45.0
and3	5	31.3
nand4	6	37.5
-- path summary, 6_finish.rpt --
| path | start | endpoint | slack (ns) | depth (start not counted) |
|---|---|---|---|---|
| worst max-delay path | i_dataA[2] | int_result[6] | 0.07 | 11 |
| worst min-delay path | i_en | o_shldBranch | 5.93 | 2 |
-- layer usage --
| metal | share of wire [%] | track usage [%] |
|---|---|---|
| met1 | 45 | 43.5 |
| met5 | 0 | 0 |
| met4 | 3.3 | 9.28 |
| met2 | 44 | 43.8 |
| met3 | 8.4 | 6.56 |
-- repair_timing --
item,4_1_cts,5_1_grt
buffers inserted,1,0
resized,22,23
setup endpoints to repair,11,13
pin swaps,6,11
Power and IR drop assume default switching activity.
