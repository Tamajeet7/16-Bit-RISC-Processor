==> flow/design.v <==
`timescale 1ns / 1ps
module fake_ram (
    input        i_clk       ,
    input        i_we        ,
    input [15:0] i_addr      ,
    input [15:0] i_data      ,
    output reg [15:0] o_data
);
    reg [15:0] mem [8:0] ;
    initial begin
        mem[0] = 16'b1000000011111110 ;
        mem[1] = 16'b1000100111101101 ;
        mem[2] = 16'b0010001000100000 ;
        mem[3] = 16'b1000001100000001 ;
        mem[4] = 16'b1000010000100001 ;
        mem[5] = 16'b0000001101110000 ;
        mem[6] = 16'b1100000000000101 ;
        mem[7] = 0                    ;
        mem[8] = 0                    ;
        o_data = 16'b0000000000000000 ;
    end
    always @ (negedge i_clk) begin
        if(i_we) begin
            mem[i_addr[15:0]] <= i_data ;
        end
        o_data <= mem[i_addr[15:0]] ;
    end
endmodule
==> flow/run.sh <==
#!/bin/bash
# OpenROAD 26Q1-2900-gdf79404cd8, Yosys 0.63+post, stock flow scripts
make -C /OpenROAD-flow-scripts/flow DESIGN_CONFIG=/design/flow/config.mk WORK_HOME=/design/flow/orfs finish
==> flow/config.mk <==
export PLATFORM = sky130hd
export DESIGN_NAME = fake_ram
export DESIGN_NICKNAME = fake_ram
export VERILOG_FILES = /design/flow/design.v
export SDC_FILE = /design/flow/constraint.sdc
export NUM_CORES = 4
export LEC_CHECK = 1
export CORE_UTILIZATION = 50
==> flow/constraint.sdc <==
current_design fake_ram

set clk_period 3.5
set clk_io_pct 0.2

create_clock -name clk0 -period $clk_period [get_ports {i_clk}]

set non_clock_inputs [all_inputs -no_clocks]
set_input_delay [expr $clk_period * $clk_io_pct] -clock clk0 $non_clock_inputs
set_output_delay [expr $clk_period * $clk_io_pct] -clock clk0 [all_outputs]
==> metrics.cfg <==
[outcome]
outcome=finished clean

[synth]
common_cells=edfxtp_1, mux2_2, mux2i_1
largest_area_cell=edfxtp_1
syn_area_per_cell_um2=18.5
ys_area_um2=6060
ys_ff=160
top_cell=edfxtp_1
topCellsByArea=edfxtp_1, mux2_2, dfxtp_1
ys_types=22
syn_area_um2=6060
synth_cells=327
edf_count=144
yosys_warnings=1
synthArstFlopShare_pct=0
yosysCellCount=327
synth_top_flop_cell=edfxtp_1
netlist.area_leader.share_pct=71.4
ys_seq_share_pct=76.7

[final_timing]
drv_slew=0
holdWs_ns=0.444
slew_headroom_pct=79.0
tightest_slew_ns=0.314
skew_ns=0.0182
rsz0062_at_grt=false
final_hold_viol_count=0
setup_viol=0

[place]
portBuffers=37
dpl.hpwl_um=7280
gp_congestion=0.826

[worst_setup_path]
start_kind=register
timing.rr.start=mem[7][4]$_DFFE_NP_
reg2reg_depth=4
setup.worst_path.start=o_data[13]$_DFF_N_
worstPathCellList=dlygate4sd2_1
crit_slowest_cell=dfxtp_2
ff2ff_setup_slack_ns=2.38
end_kind=output port
critPathMaxFanout=1
arrival_ns=2.74
endpoint=o_data[13]
rr_endpoint=o_data[4]$_DFF_N_
worstSetupPathDepth=1
crit_type=reg2out
critPathBufInv=1
worstPathRequired_ns=2.80
critPathTopFamily=flip-flops
critPathMaxStageDelay_ns=0.31

[clock_network]
postCtsResizedCells=21
clk_pin_slew_ns=0.05
clkLatencyLatePin_ns=0.46
postCtsSetupRepairBufs=0
clock-sinks=160
ctsHoldBuffers=0
cts_buffers=17
cts_tree=built
ctsHtreeMaxLevel=4
cts-root-buf=clkbuf_16
clock_path_buffers=2

[worst_hold_path]
hold_start=mem[8][9]$_DFFE_NP_
hold_path_class=reg2reg

[drt]
wl_um=12000
vias=3619
drc_errors=0
num_antenna_cells=0
first_iter_violations=164
ant_nets=0
firstDrtPassIters=16
vias_per_cell=4.92
wl_per_cell_um=16.3

[global_route]
grt_max_degree=23
antenna_found_initial=0
grt_pass1_wl_um=19000
grt_pass1_vias=4050
grt_usage_pct=22.6
overflow=0

[job]
warnings=198
drv_cap=0

[die]
die-width_um=112
die_h_um=112
coreArea_um2=11600
std_cell_rows=39
io_pins=50
fp_util_pct=52.2
die_area_um2=12600

[pwr]
p_switching_mw=1.30
leakage_nw=3.62
ir_drop_v=0.000512
power.share.clock_pct=52.4
power.density_nw_per_um2=611
power_frac_comb_pct=5.1
pwr-share-seq_pct=42.5
power_mw=5.08
power.internal_mw=3.78
p_sw_share_pct=25.5

[finish]
logic_area_um2=1380
area_growth_pct=37.2
fill_cells=754
seq_area_um2=4650
layout-drive-gt1-share_pct=24.7

[state kept, by name (all words and copies together) (netlist names)]
register,cells
mem,144
o_data,16
[metal layers]
| layer | wire (um) | track usage (%) |
|---|---|---|
| met5 | 0 | 0 |
| met4 | 38 | 8.18 |
| met3 | 1010 | 14.6 |
| met2 | 5740 | 30.0 |
| met1 | 5210 | 33.1 |
[cells in the final DEF, fill, tap and decap left out, drive strengths merged]
cell,netlist,layout
nor2b,2,2
mux2,32,32
inv,1,165
o31ai,16,16
dfxtp,16,16
nor3,2,2
o22ai,16,16
dlygate4sd2,0,19
nor2,7,7
clkinvlp,0,3
clkinv,0,2
buf,12,56
clkdlybuf4s50,0,16
nand2,19,19
nor4,1,1
edfxtp,144,144
nand2b,4,4
clkbuf,5,17
bufinv,0,5
or3b,1,1
a22o,16,16
mux2i,32,32
nand3b,1,1
[power groups by stage]
stage     registers, mW  logic, mW  clock network, mW
6_report           2.16      0.258               2.66
5_1_grt            2.16      0.279               2.97
4_1_cts            2.16      0.262               2.74
[worst min-delay path by stage]
stage,endpoint,slack (ns),depth (start not counted)
4_1_cts,o_data[10]$_DFF_N_,0.44,2
5_1_grt,o_data[15]$_DFF_N_,0.47,2
6_report,o_data[9]$_DFF_N_,0.44,2
[logic make-up after synthesis]
| kind of cell | after synthesis | synth area share (%) |
|---|---|---|
| mux | 64 | 11.2 |
| compound gates | 48 | 7.19 |
| flops | 160 | 76.7 |
| buf+inv | 18 | 2.13 |
| simple gates | 37 | 2.77 |
[layout make-up]
cell class / instances / area share, %
Multi-Input combinational cell: 149 / 16.6
Sequential cell: 160 / 55.9
Timing Repair Buffer: 91 / 10.5
Tap cell: 143 / 2.15
Clock inverter: 175 / 9.77
Clock buffer: 17 / 5.12
[through the flow]
stage	util (%)	setup slack [ns]	std cells	TNS, ns	cell area, um2
6_report	71.6	0.0594	735	0	8310
5_1_grt	71.6	0.0212	735	0	8310
4_1_cts	71.6	0.0397	735	0	8310
3_5_place_dp	61.1	-0.630	544	-78.38	7100
3_3_place_gp	61.1	-0.635	544	-78.45	7100
2_1_floorplan	-	-0.420	327	-33.12	6200
Power and IR drop assume default switching activity.
